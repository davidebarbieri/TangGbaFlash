### flow/config.mk
export PLATFORM = sky130hd
export DESIGN_NAME = GBAPakDumper
export DESIGN_NICKNAME = GBAPakDumper
export VERILOG_FILES = /design/flow/design.v
export SDC_FILE = /design/flow/constraint.sdc
export NUM_CORES = 4
export LEC_CHECK = 1
export CORE_UTILIZATION = 50
### flow/constraint.sdc
current_design GBAPakDumper

set clk_period 3.2
set clk_io_pct 0.2

create_clock -name clk0 -period $clk_period [get_ports {pin_clk}]

set non_clock_inputs [all_inputs -no_clocks]
set_input_delay [expr $clk_period * $clk_io_pct] -clock clk0 $non_clock_inputs
set_output_delay [expr $clk_period * $clk_io_pct] -clock clk0 [all_outputs]
### flow/design.v
`default_nettype none
module GBAPakDumper
(
    input wire pin_clk,
    input wire pin_uart_rx,
    output wire pin_uart_tx,
    output reg pin_gbaRD,
    output reg pin_gbaWR,
    output reg pin_gbaCS,
    output reg pin_gbaCS2,
    inout wire [15:0] pin_gbaDataAddressLo,
    output wire [7:0] pin_gbaAddressHi
);
    reg meta_uart_rx = 1'b1;
    reg uart_rx = 1'b1;
    wire uart_byteReady;
    wire [7:0] uart_DataIn;
    wire [7:0] uart_DataOut;
    wire uart_sendData;
    wire uart_sendReady;
    uart_recv #(.WAIT_CYCLES(100)) u_rx (pin_clk, uart_rx, uart_DataIn, uart_byteReady);
    uart_send #(.WAIT_CYCLES(100)) u_tx (pin_clk, pin_uart_tx, uart_DataOut, uart_sendData, uart_sendReady);
    GBAPakReader pakReader (pin_clk, pak_startAddress, pak_endAddress, pak_startDump, pak_dumpCompleted, uart_DataOut, uart_sendData, uart_sendReady, 
        meta_gbaRD, meta_gbaWR, meta_gbaCS, meta_gbaCS2, pin_gbaDataAddressLo, pin_gbaAddressHi);
    wire [7:0] queue_DataIn;
    wire [7:0] queue_DataOut;
    wire queue_PushData;
    reg queue_PopData;
    wire queue_HasData;
    wire queue_IsFull;
    reg [23:0] pak_startAddress = 0;
    reg [23:0] pak_endAddress = 0;
    reg pak_startDump;
    wire pak_dumpCompleted;
    wire meta_gbaRD;
    wire meta_gbaWR;
    wire meta_gbaCS;
    wire meta_gbaCS2;
    always @(posedge pin_clk) 
    begin
        pin_gbaRD <= meta_gbaRD;
        pin_gbaWR <= meta_gbaWR;
        pin_gbaCS <= meta_gbaCS;
        pin_gbaCS2 <= meta_gbaCS2;
        meta_uart_rx <= pin_uart_rx;
        uart_rx <= meta_uart_rx;
        if (~pak_startDump && uart_byteReady)
        begin
            case (uart_DataIn)
                8'd97: begin   
                    pak_startAddress <= 0;
                    pak_endAddress <= 2097151;
                    pak_startDump <= 1;
                end
                8'd98: begin   
                    pak_startAddress <= 0;
                    pak_endAddress <= 4194303;
                    pak_startDump <= 1;
                end
                8'd99: begin   
                    pak_startAddress <= 0;
                    pak_endAddress <= 8388607;
                    pak_startDump <= 1;
                end
                8'd100: begin   
                    pak_startAddress <= 0;
                    pak_endAddress <= 16777215;
                    pak_startDump <= 1;
                end
                8'd104: begin   
                    pak_startAddress <= 0;
                    pak_endAddress <= 95;
                    pak_startDump <= 1;
                end
                8'd106: begin   
                    pak_startAddress <= 2097151;
                    pak_endAddress <= 2097247;
                    pak_startDump <= 1;
                end
                8'd107: begin   
                    pak_startAddress <= 4194303;
                    pak_endAddress <= 4194399;
                    pak_startDump <= 1;
                end
                8'd108: begin   
                    pak_startAddress <= 8388607;
                    pak_endAddress <= 8388703;
                    pak_startDump <= 1;
                end
                default: begin
                    pak_startDump <= 0;
                end
            endcase
        end
        else
        begin
            pak_startDump <= 0;
        end
    end
endmodule
`default_nettype none
module GBAPakReader
(
    input wire clk,
    input wire [23:0] dumpStartAddress,
    input wire [23:0] dumpEndAddress,
    input wire startDump,
    output wire dumpCompleted,
    output reg [7:0] output_Data,
    output reg output_Send,
    input wire output_IsReady,
    output wire pin_gbaRD,
    output wire pin_gbaWR,
    output wire pin_gbaCS,
    output wire pin_gbaCS2,
    inout wire [15:0] pin_gbaDataAddressLo,
    output wire [7:0] pin_gbaAddressHi
);
    localparam STATE_IDLE               = 0;
    localparam STATE_ENABLE_ADDRESS     = 1 + STATE_IDLE;
    localparam STATE_SET_ADDRESS        = 1 + STATE_ENABLE_ADDRESS;
    localparam STATE_SEND_ADDRESS       = 10 + STATE_SET_ADDRESS;
    localparam STATE_DISABLE_ADDRESS    = 10 + STATE_SEND_ADDRESS;
    localparam STATE_FETCH_DATA         = 1 + STATE_DISABLE_ADDRESS;
    localparam STATE_READ_DATA          = 12 + STATE_FETCH_DATA;
    localparam STATE_READ_DATA_0        = 1 + STATE_READ_DATA;
    localparam STATE_READ_DATA_1        = 1 + STATE_READ_DATA_0;
    localparam STATE_ADDRESS_INCREMENT  = 1 + STATE_READ_DATA_1;
    localparam STATE_MSB = $clog2(STATE_ADDRESS_INCREMENT + 1) - 1;
    reg [STATE_MSB:0] state = STATE_IDLE;
    reg rd_value = 1;
    reg cs_value = 1;
    reg [23:0] gbaAddress = 0;
    reg isGbaDAOutputMode = 0;
    reg [15:0] dataRead = 0;
    assign pin_gbaRD = rd_value;
    assign pin_gbaCS = cs_value;
    assign pin_gbaWR = 1;
    assign pin_gbaCS2 = 1;
    assign pin_gbaDataAddressLo = isGbaDAOutputMode ? gbaAddress[15:0] : 16'dz;
    assign pin_gbaAddressHi = gbaAddress[23:16];
    assign dumpCompleted = state == STATE_IDLE;
    always @(posedge clk) 
    begin
        case (state)
            STATE_IDLE: begin
                output_Send <= 0;
                cs_value <= 1;
                if (startDump)
                    state <= state + 1;
            end
            STATE_ENABLE_ADDRESS: begin
                isGbaDAOutputMode <= 1;
                state <= state + 1;
            end
            STATE_SET_ADDRESS: begin
                gbaAddress <= dumpStartAddress;
                state <= state + 1;
            end
            STATE_SEND_ADDRESS: begin
                cs_value <= 0;
                state <= state + 1;
            end
            STATE_DISABLE_ADDRESS: begin
                isGbaDAOutputMode <= 0;
                state <= state + 1;
            end
            STATE_FETCH_DATA:  begin
                rd_value <= 0;
                state <= state + 1;
            end
            STATE_READ_DATA: begin
                dataRead <= pin_gbaDataAddressLo;
                state <= state + 1;
            end
            STATE_READ_DATA_0: begin
                rd_value <= 1;
                if (output_IsReady) begin
                    output_Data <= dataRead[7:0];
                    output_Send <= 1;
                    state <= state + 1;
                end
                else
                    output_Send <= 0;
            end
            STATE_READ_DATA_1: begin
                if (output_IsReady) begin
                    output_Data <= dataRead[15:8];
                    output_Send <= 1;
                    state <= state + 1;
                end
                else
                    output_Send <= 0;
            end
            STATE_ADDRESS_INCREMENT: begin
                output_Send <= 0;
                if (gbaAddress == dumpEndAddress)
                    state <= STATE_IDLE;
                else
                    state <= STATE_SEND_ADDRESS + 1;  
                gbaAddress <= gbaAddress + 24'b1;
            end
            default:  
                state <= state + 1;
        endcase
    end
endmodule
`default_nettype none
module uart_recv
#(
    parameter WAIT_CYCLES = 10
)
(
    input wire clk,
    input wire uartRx,
    output reg [7:0] data,
    output wire dataReceived
);
    localparam STATE_IDLE  = 4'b1001;
    localparam STATE_START = 4'b1111;
    localparam STATE_DATA  = 4'b1000;
    localparam HALF_WAIT_CYCLES = WAIT_CYCLES / 2;
    localparam WAIT_CYCLES_MSB = $clog2(WAIT_CYCLES + 1) - 1;
    reg [WAIT_CYCLES_MSB:0] waitCounter = 0;
    reg [3:0] rcvState = STATE_IDLE;
    assign dataReceived = rcvState[3] && ~rcvState[0] && (waitCounter == 1);
    always @(posedge clk) 
    begin
        if (waitCounter != WAIT_CYCLES)
        begin
            waitCounter <= waitCounter + 1;
        end else
        begin
            if (rcvState[3] & ~rcvState[2])  
            begin
                if (uartRx == 0)
                begin
                    waitCounter <= HALF_WAIT_CYCLES;
                    rcvState <= STATE_START;
                end
            end
            else
            begin                    
                waitCounter <= 1;
                rcvState <= rcvState + 1;
                if (rcvState[3] == 0)
                    data <= {uartRx, data[7:1]};  
            end
        end
    end
endmodule
`default_nettype none
module uart_send
#(
    parameter WAIT_CYCLES = 10
)
(
    input wire clk,
    output wire uart_tx,
    input wire [7:0] data,
    input wire transmitByte,
    output wire ready
);
    localparam WAIT_CYCLES_MSB = $clog2(WAIT_CYCLES + 1) - 1;
    reg [WAIT_CYCLES_MSB:0] delayCounter = 0;
    reg [3:0] sndState = STATE_READY;
    reg [7:0] dataBuffer = 0;
    reg uart_tx_value = 1;
    assign uart_tx = uart_tx_value;
    assign ready = sndState == STATE_READY;
    localparam STATE_READY      = 4'b1001;
    localparam STATE_IDLE       = 4'b1010;
    localparam STATE_START_BIT  = 4'b1111;
    localparam STATE_WRITE      = 4'b0000;  
    localparam STATE_STOP_BIT   = 4'b1000;
    always @(posedge clk) 
    begin
        delayCounter <= delayCounter + 1;
        case (sndState)
            STATE_READY: begin
                uart_tx_value <= 1;
                sndState <= sndState + 1;
            end
            STATE_IDLE: begin
                uart_tx_value <= 1;
                if (transmitByte) begin
                    delayCounter <= 1;
                    dataBuffer <= data;
                    sndState <= STATE_START_BIT;
                end
                else
                    sndState <= STATE_READY;
            end 
            STATE_START_BIT: begin
                uart_tx_value <= 0;
                if (delayCounter == WAIT_CYCLES) begin
                    delayCounter <= 1;
                    sndState <= sndState + 1;
                end
            end
            default: begin
                uart_tx_value <= dataBuffer[sndState[2:0]];
                if (delayCounter == WAIT_CYCLES) begin
                    delayCounter <= 1;
                    sndState <= sndState + 1;
                end
            end
            STATE_STOP_BIT: begin
                uart_tx_value <= 1;
                if (delayCounter == WAIT_CYCLES) begin
                    delayCounter <= 1;
                    sndState <= sndState + 1;
                end
            end
        endcase
    end
endmodule
### flow/run.sh
#!/bin/bash
# OpenROAD 26Q1-2900-gdf79404cd8, Yosys 0.63+post, stock flow scripts
make -C /OpenROAD-flow-scripts/flow DESIGN_CONFIG=/design/flow/config.mk WORK_HOME=/design/flow/orfs finish
==> git commit body <==
Store results of the implementation flow

- Err: [error] [KeplerFormal.cpp:679] Workflow failed: Iso has multiple drivers: .pin_gbaDataAddressLo7, pin_gbaDataAddressLo[7]$_DFFE_PP_.Q0
- Boundary Pins: 31
- In the synthesis report, Yosys lists the chip area as 5180 um^2.
- The die is 104 um tall.
- Number of flip-flops and latches in the synthesized netlist: 109
* Worst slack, placed: 795 ps
* Number of enable-type register cells in the synthesized netlist: 96
- Synthesized area divided by synthesized cell count: about 12 um^2
- TritonCTS buffer count: 9
* Dpl hpwl: 6480 um
* Async SR Flop Fraction: 0%
- During placement, the flow inserted port buffers numbering 12.
* Cell row count: 36
- Die extent in x: 104 um
- It got as far as clock tree synthesis and failed there.
- Post-CTS timing repair inserted 0 buffers for setup.
- The synthesis log from Yosys contains 5 warnings.
- Cell count listed in synth_stat.txt: 416
- Top-area cell type share of the netlist area: a little under three fifths
* Count of hold buffers inserted by post-cts repair: 0
* Most repeated cell in the gate-level netlist after synthesis: edfxtp_1
- Primary flip-flop cell chosen by synthesis mapping: edfxtp_1
* Part of the Yosys area used for sequential elements: 60.7%
- The initial utilization of the core area, before any placement, comes to 52.3%.
* Gate count of the mapped netlist: 416
- Placer congestion estimate: 0.853
* Netlist area before placement: 5180 um^2
* Dominant cells by area after synthesis: edfxtp_1 56%, dfxtp_1 5.0%, ha_1 3.6%
* Number of distinct library cells after synthesis: 55
- CTS root buf: clkbuf_8
- The report lists the number of cells resized after CTS as 0.
- The biggest area contributor in the post-synthesis netlist is edfxtp_1.
- Depth of the CTS H-tree: 3
- The clock tree has to reach 109 sinks.
- The commonest cells after synthesis are 96 x edfxtp_1, 27 x nand2_1, 27 x nand3_1.
- The flow did not finish.
- Clock Tree Buf Depth: 2
==> logic make-up after synthesis <==
group	share of synthesized area [%]
other	0.0724
multiplexers	2.80
XOR/XNOR	5.41
flip-flops	60.7
adder cells (fa/ha/maj)	3.62
buffers and inverters	3.26
AND/OR/NAND/NOR	16.1
AND-OR/OR-AND	8.09
==> per-stage QoR <==
stage | std cells | instance area (um^2) | utilization (%)
floorplan | 418 | 5190 | -
global placement | 551 | 5410 | 54.6
detailed placement | 551 | 5410 | 54.6
